<file path="design/flow/design.v">
module imm_gen #(
        parameter XLEN = 32,
        parameter IMM_W = 3
        )(
        input  logic [IMM_W-1:0] imm_type,
        input  logic [XLEN-1:0] instr,
        output logic [XLEN-1:0] imm);
typedef enum logic [4:0] {
  ALU_ADD,
  ALU_SUB,
  ALU_SLL,
  ALU_SRL,
  ALU_SRA,
  ALU_SLT,
  ALU_SLTU,
  ALU_XOR,
  ALU_OR,
  ALU_AND,
  ALU_MUL,
  ALU_MULH,
  ALU_MULHSU,
  ALU_MULHU,
  ALU_DIV,
  ALU_DIVU,
  ALU_REM,     
  ALU_REMU,
  ALU_BEQ,
  ALU_BNE,
  ALU_BLT,
  ALU_BGE,
  ALU_BLTU,
  ALU_BGEU,
  ALU_ILL  
} alu_op_e;
always_comb
begin
unique case (imm_type)
        3'b000: imm = 32'b0;
        3'b001:
                imm = {{20{instr[31]}}, instr[31:20]};
        3'b010:
                imm = {{20{instr[31]}}, instr[30:25], instr[11:7]};
        3'b011:
                imm = {{19{instr[31]}}, instr[31], instr[7], instr[30:25], instr[11:8], 1'b0};
        3'b100:
                imm = {instr[31:12], 12'b0};
        3'b101:
                imm = {{11{instr[31]}}, instr[31], instr[19:12], instr[20], instr[30:21], 1'b0};
        default: imm = 32'b0;
endcase
end
endmodule
</file>
<file path="design/flow/run.sh">
#!/bin/bash
# OpenROAD 26Q1-2900-gdf79404cd8, Yosys 0.63+post, stock flow scripts
make -C /OpenROAD-flow-scripts/flow DESIGN_CONFIG=/design/flow/config.mk WORK_HOME=/design/flow/orfs finish
</file>
<file path="design/flow/config.mk">
export PLATFORM = sky130hd
export DESIGN_NAME = imm_gen
export DESIGN_NICKNAME = imm_gen
export VERILOG_FILES = /design/flow/design.v
export SDC_FILE = /design/flow/constraint.sdc
export NUM_CORES = 4
export LEC_CHECK = 1
export CORE_AREA = 10 10 70 70
export DIE_AREA = 0 0 80 80
export SYNTH_HDL_FRONTEND = slang
</file>
<file path="design/flow/constraint.sdc">
current_design imm_gen

set clk_period 2.0
set clk_io_pct 0.2

create_clock -name clk0 -period $clk_period

set non_clock_inputs [all_inputs -no_clocks]
set_input_delay [expr $clk_period * $clk_io_pct] -clock clk0 $non_clock_inputs
set_output_delay [expr $clk_period * $clk_io_pct] -clock clk0 [all_outputs]
</file>
==> out/metrics.yaml <==
status: "complete, no violations"
gp_congestion: 0.799
period_minus_slack_ns: 1.93
die_x_um: 80
postCtsHoldBufs: 0
seq_area_frac_synth_pct: 0
drv_cap: 0
fmax_ghz: 0.519
grtUsageTotal_pct: 6.70
hpwl_um: 1920
grt_max_degree: 9
yosys.area_share.aoi_pct: 52.1
flop_area_um2: 0
syn_inst: 54
seq_cells: 0
n_fill_cell: 359
cp-end-kind: "primary output"
grt_remaining_overflow: 0
rows: 21
yosysTopAreaCellShare_pct: 32.1
finalSetupTns_ns: 0
io_buffers: 60
boundaryPins: 67
top_cells_by_count: "18 x a21o_1, 6 x and2_1, 4 x a22o_1"
total_power_mw: 0.237
synth_area_per_cell_um2: 7.79
crit_slowest_cell: "clkdlybuf4s50_1"
drcViolationCount: 0
area_growth_pct: 189
synth_top_cell_by_area: "a21o_1"
setup_violations: 0
power_frac_seq_pct: 0
p_int_mw: 0.171
critPathKind: "in -> out"
warning_count: 41
yosys.area_share.simple_pct: 34.2
grt_pass1_wl_um: 3570
area_leaders: "a21o_1 32%, and2_1 8.9%, a22o_1 8.3%, buf_6 8.0%, nor2b_4 6.5%"
hold_violations: 0
required_ns: 1.60
fp.coreArea_um2: 3420
worst_ir_drop_vdd_mv: 0.0977
p_comb_share_pct: 100.0
ys_types: 23
routed_wl_um: 2330
final_layout_size_suffix_gt1_share_pct: 23.4
ant_nets: 0
topCombFamilyByArea: "AND-OR/OR-AND gates"
critPathLaunchType: "input port"
num-clock-buffers: 0
vias: 705
tightest_slew_ns: 0.219
synthMostInstantiatedCell: "a21o_1"
path_cells: "buf_2 > nor3b_4 > clkbuf_16 > a21o_1 > clkdlybuf4s50_1"
fp-utilization_pct: 12.3
cellLeakagePower_nw: 0.746
synthAdderAreaFrac_pct: 0
cp_data_arrival_time_ns: 1.53
vias_per_cell: 4.05
rsz0062_at_grt: "yes"
p_sw_mw: 0.0665
antenna_found_initial: 0
die_area_um2: 6400
drtPass1Iterations: 4
drv_slew: 0
holdCritPathClass: "in -> out"
synth_warnings: 0
max_stage_delay_ns: 0.45
yosysChipArea_um2: 420
cp_max_fo: 4
fin_crit_sh_pct: 96.4
grt_pass1_vias: 740
xor_area_share_pct: 2.08
n_antenna_cell: 0
ys_sh_mux_pct: 0
drt_iter0_markers: 9
comb_area_um2: 387
powerDensity_nw_per_um2: 195
slew_headroom_pct: 85.4
switching_share_pct: 28.1
die_h_um: 80
wl_per_cell_um: 13.4
synth_area_um2: 420
p_clk_share_pct: 0
ys_cells: 54
==> path summary, 6_finish.rpt <==
kind	endpoint	depth (start not counted)	start	slack (ns)
max	imm[22]	5	imm_type[0]	0.07
min	imm[11]	5	imm_type[0]	1.32
==> what timing repair did <==
action	CTS	global route
setup endpoints to repair	32	15
setup buffers	6	1
pin swaps	6	4
gates cloned	2	0
resized	31	11
==> stage by stage <==
stage                     instance area [µm²]  hold WS [ns]  instances  utilization, %  setup slack, ns
after floorplan                           420         0.863         54               -            0.478
after global placement                   1140          1.76        167            33.3           -0.427
after detailed placement                 1140          1.75        167            33.3           -0.438
after CTS                                1210          1.45        175            35.3          -0.0890
after global routing                     1210          1.38        174            35.5          -0.0196
final                                    1210          1.32        174            35.5           0.0725
==> per-layer routing <==
layer	share of wire, %	vias up	global-route usage [%]
li1	-	348	-
met1	49	308	9.49
met2	35	49	9.39
met3	16	0	3.30
met4	0	0	0
met5	0	-	0
==> layout by cell type, fill, tap and decap left out, types with 2 or more instances in the layout <==
cell	n
nor2b_4	2
nand3_1	2
buf_4	17
a21o_1	18
dlymetal6s2s_1	8
clkdlybuf4s50_1	37
a22o_1	4
and2_1	6
nand2_1	2
dlygate4sd2_1	11
==> area by class of cell <==
type / instances / share of cell area [%]
well taps: 46 / 4.74
multi-input cells: 49 / 31.9
inverters: 1 / 0.309
repair buffers: 78 / 63.1
==> critical path, delay by kind of cell <==
kind / cells / cell delay (ns)
buf+inv: 3 / 0.75
simple gates: 1 / 0.26
compound gates: 1 / 0.11
==> cells by family (layout without fill, tap and decap cells) <==
kind of cell	after synthesis	count (layout)
and+or+nand+nor	19	19
AOI/OAI and AO/OA	28	29
buffers and inverters	6	79
xor gates and xnor gates	1	1
==> power by group through the flow <==
| stage | Sequential (mW) | Clock [mW] | Combinational (mW) |
|---|---|---|---|
| global route | 0 | 0 | 0.261 |
| CTS | 0 | 0 | 0.251 |
| finish | 0 | 0 | 0.237 |
Power figures rest on the tool's default switching activity, not on a simulated workload.
