## ./config.mk

```make
export PLATFORM = sky130hd
export DESIGN_NAME = alu_ctrl
export DESIGN_NICKNAME = alu_ctrl
export VERILOG_FILES = /design/flow/design.v
export SDC_FILE = /design/flow/constraint.sdc
export NUM_CORES = 4
export LEC_CHECK = 1
export CORE_AREA = 10 10 78 78
export DIE_AREA = 0 0 88 88
export SYNTH_HDL_FRONTEND = slang
```

## ./run.sh

```bash
#!/bin/bash
# OpenROAD 26Q1-2900-gdf79404cd8, Yosys 0.63+post, stock flow scripts
make -C /OpenROAD-flow-scripts/flow DESIGN_CONFIG=/design/flow/config.mk WORK_HOME=/design/flow/orfs finish
```

## ./design.v

```verilog
typedef enum logic [4:0] {
  ALU_ADD,
  ALU_SUB,
  ALU_SLL,
  ALU_SRL,
  ALU_SRA,
  ALU_SLT,
  ALU_SLTU,
  ALU_XOR,
  ALU_OR,
  ALU_AND,
  ALU_MUL,
  ALU_MULH,
  ALU_MULHSU,
  ALU_MULHU,
  ALU_DIV,
  ALU_DIVU,
  ALU_REM,     
  ALU_REMU,
  ALU_BEQ,
  ALU_BNE,
  ALU_BLT,
  ALU_BGE,
  ALU_BLTU,
  ALU_BGEU,
  ALU_ILL  
} alu_op_e;
module alu_ctrl #(
	parameter OP_W = 7,
	parameter FUNCT7_W = 7,
	parameter FUNCT3_W = 3
	)(
    input logic [OP_W-1:0]		opcode,
    input logic [FUNCT3_W-1:0]	funct3, 
    input logic [FUNCT7_W-1:0]	funct7, 
    output alu_op_e				alu_op
	);
always_comb
begin
alu_op = ALU_ILL;
    unique case (opcode)
	7'h33: begin
		unique case ({funct7, funct3})
		{7'h00,	3'h0}: alu_op = ALU_ADD;
		{7'h20,	3'h0}: alu_op = ALU_SUB;
		{7'h00,	3'h4}: alu_op = ALU_XOR;
		{7'h00,	3'h6}: alu_op = ALU_OR;
		{7'h00,	3'h7}: alu_op = ALU_AND;
		{7'h00,	3'h1}: alu_op = ALU_SLL;
		{7'h00,	7'h00}: alu_op = ALU_SRL;
		{7'h20,	3'h5}: alu_op = ALU_SRA;
		{7'h00,	3'h2}: alu_op = ALU_SLT;
		{7'h00,	3'h3}: alu_op = ALU_SLTU;
		{7'h01,	3'h0}: alu_op = ALU_MUL;
		{7'h01,	3'h1}: alu_op = ALU_MULH;
		{3'h2,	3'h2}: alu_op = ALU_MULHSU;
		{7'h01,	3'h3}: alu_op = ALU_MULHU;
		{7'h01,	3'h4}: alu_op = ALU_DIV;
		{7'h01,	3'h5}: alu_op = ALU_DIVU;
		{7'h01,	3'h6}: alu_op = ALU_REM;
		{7'h01,	3'h7}: alu_op = ALU_REMU;
		default: alu_op = ALU_ILL;  
		endcase
		end
	7'h13: begin
		unique case ({funct7, funct3})
		{7'h??, 3'h0}: alu_op = ALU_ADD;
		{7'h??, 3'h4}: alu_op = ALU_XOR;
		{7'h??, 3'h6}: alu_op = ALU_OR;
		{7'h??, 3'h7}: alu_op = ALU_AND;
		{7'h??, 3'h1}: alu_op = ALU_SLL;
		{7'h00, 3'h5}: alu_op = ALU_SRL;
		{7'h20, 3'h5}: alu_op = ALU_SRA;
		{7'h??, 3'h2}: alu_op = ALU_SLT;
		{7'h??, 3'h3}: alu_op = ALU_SLTU;
		default: alu_op = ALU_ILL;  
		endcase
		end
	7'h63: begin
		unique case (funct3)
		3'h0: alu_op = ALU_BEQ;
		3'h1: alu_op = ALU_BNE;
		3'h4: alu_op =ALU_BLT;
		3'h5: alu_op = ALU_BGE;
		3'h6: alu_op = ALU_BLTU;
		3'h7: alu_op = ALU_BGEU;
		default: alu_op = ALU_ILL;
		endcase
		end
		default: alu_op = ALU_ILL;  
		endcase
end
endmodule
```

## ./constraint.sdc

```tcl
current_design alu_ctrl

set clk_period 3.9
set clk_io_pct 0.2

create_clock -name clk0 -period $clk_period

set non_clock_inputs [all_inputs -no_clocks]
set_input_delay [expr $clk_period * $clk_io_pct] -clock clk0 $non_clock_inputs
set_output_delay [expr $clk_period * $clk_io_pct] -clock clk0 [all_outputs]
```

==> reports/metrics.cfg <==
[final_timing]
number_of_failing_hold_endpoints_at_the_final_stage=0
tightest_slew_ps=448.1
worst_slew_margin_rel_pct=69.90
fmax_mhz=261.3
setup_repair_after_global_routing_missed_its_margin=true
finalWorstPathRequiredPeriod_ps=3826
slew_viol_final=0
final.period_utilization_pct=98.11
setup_viol_count_final=0

[drt]
detailedRoute.firstIterationViolations=69
route.detailed.drc=0
drt-wirelength-per-cell_um=12.18
via_count=694
wl_um=1948
route.detailed.vias_per_inst=4.338
detail-route-antenna-nets=0
firstDrtPassIters=4
detail_route.antenna_diodes=0

[global_route]
antenna_found_initial=0
overflow=0
grt_first_pass_wirelength_um=3167
number_of_global_route_vias_before_repair=690
grt_util_all_layers_pct=4.820
grt_max_degree=13

[yosys]
netlist.top_cell.by_instances=sky130_fd_sc_hd__nor2_1
synth_warnings=0
ys_area_sq_um=501.7
synthDominantAreaCellType=sky130_fd_sc_hd__a2111oi_4
synthDominantCellAreaShare_pct=5.486
synthCells=80
synth.top_cells.by_count=7 x sky130_fd_sc_hd__nor2_1, 6 x sky130_fd_sc_hd__clkbuf_1, 5 x sky130_fd_sc_hd__inv_1, 5 x sky130_fd_sc_hd__nand2_1
synth.distinct_cells=36
post_synth_main_area_contributors=sky130_fd_sc_hd__a2111oi_4 5.5%, sky130_fd_sc_hd__nor2_1 5.2%, sky130_fd_sc_hd__nor2b_1 5.0%
proportion_of_synthesized_chip_area_in_sequential_cells_pct=0
ys_cells=80
postSynthAreaPerCell_sq_um=6.272
netlist_area_sq_um=501.7

[finish]
flip_flop_and_latch_count=0
seqCellArea_sq_um=0
clock_buffer_cells=0
layout_cell_share_with_drive_strength_beyond_1_pct=17.59
fin_cells=160
syn_to_final_growth_pct=73.32

[floorplan]
placement_rows=24
die.size.y_um=88
initCoreUtil_pct=11.37
coreArea_sq_um=4414
design.die.area_sq_um=7744
io_pins=22
die_w_um=88

[critical_path]
crit_top_cell=sky130_fd_sc_hd__clkdlybuf4s50_1
crit_path_category=primary input to output port
worst_path_arrival_time_ps=3050
critPathLaunchType=primary input
worst-path-buf-inv=3
cp-end-kind=output port
critical_path.max_fanout=3
critical_path.max_stage_delay_ps=500
cpLargestDelayFamily=buffers and inverters
worst_path_max_delay_cell=sky130_fd_sc_hd__or4_4
required_ps=3120
cell_breakdown_of_the_critical_path=clkdlybuf4s50_1, or4_4, buf_4, or3_4, o22ai_2, o21ai_2, o21a_1, clkdlybuf4s50_1

[cts]
cts.hold.buffers_added=0
cts_setup_buffers=0

[hold_path]
min_from=funct7[4]
hold_path_end=alu_op[1]
worst_hold_path_type=primary input to output port
whs_path_depth=6

[power]
power.ir.vdd_worst_v=0.00001089
power_per_cell_area_nw_per_um2=69.94
power_leakage_nw=0.3102
post-layout-total-power_mw=0.06082

[placement]
count_of_input_and_output_buffers=22
detailed_place_hpwl_um=1652
dp_cells=160
gpl.final_weighted_congestion=0.9144

[outcome]
outcome=finished clean

[flow_run]
tool_warnings=33
max-cap-violations=0

[cell usage in the layout, fill, tap and decap left out, types with 2 or more instances in the layout]
| master | n |
|---|---|
| sky130_fd_sc_hd__nand3_1 | 4 |
| sky130_fd_sc_hd__nor4_1 | 4 |
| sky130_fd_sc_hd__nor2b_1 | 4 |
| sky130_fd_sc_hd__a31oi_1 | 2 |
| sky130_fd_sc_hd__inv_1 | 5 |
| sky130_fd_sc_hd__nand2b_1 | 3 |
| sky130_fd_sc_hd__o41ai_1 | 2 |
| sky130_fd_sc_hd__nor3_1 | 3 |
| sky130_fd_sc_hd__o21ai_0 | 4 |
| sky130_fd_sc_hd__buf_4 | 12 |
| sky130_fd_sc_hd__clkdlybuf4s50_1 | 17 |
| sky130_fd_sc_hd__dlygate4sd2_1 | 5 |
| sky130_fd_sc_hd__nor2_1 | 7 |
| sky130_fd_sc_hd__a21oi_1 | 3 |
| sky130_fd_sc_hd__or3_4 | 2 |
| sky130_fd_sc_hd__xnor2_1 | 2 |
| sky130_fd_sc_hd__o22ai_1 | 2 |
| sky130_fd_sc_hd__nand2_1 | 5 |
| sky130_fd_sc_hd__or3_1 | 2 |
[kinds of logic (layout without fill, tap and decap cells)]
| kind of cell | Yosys count | count (layout) | share of synthesized area, % |
|---|---|---|---|
| simple gates | 41 | 41 | 48.13 |
| compound gates | 25 | 25 | 38.16 |
| buf+inv | 11 | 39 | 8.230 |
| xor+xnor | 2 | 2 | 3.492 |
| mux | 1 | 1 | 1.995 |
[where the power goes]
group | internal, mW | total [mW] | switching, mW | leakage [nW]
Clock | 0 | 0 | 0 | 0
Combinational | 0.0324 | 0.0608 | 0.0284 | 0.310
Sequential | 0 | 0 | 0 | 0
Total | 0.0324 | 0.0608 | 0.0284 | 0.310
[timing repair]
item / in CTS / in global routing
pin swaps: 2 / 0
gates resized: 6 / 3
endpoints found under the setup margin: 4 / 2
[metal layers]
layer / GRT usage, % / share of wire (%)
met5: 0 / 0
met4: 0 / 0
met3: 0.9355 / 6.7
met2: 8.995 / 49
met1: 5.866 / 44
[stage by stage]
step                      setup TNS, ps  utilization, %  setup slack (ps)  hold slack [ps]  instance area [sq um]
after CTS                             0           19.36             26.59             2574                  854.6
after global routing             -28.68           19.70            -28.68             2622                  869.6
after floorplan                       0               -             841.8             1709                  501.7
after global placement           -324.1           19.36            -142.3             2752                  854.6
after detailed placement         -345.3           19.36            -141.7             2757                  854.6
final                                 0           19.70             73.61             2544                  869.6
[layout make-up]
cell class	instances	area, sq um
inverter	5	18.77
timing repair buffer	34	304.0
tap	52	65.06
multi-input combinational	69	481.7
fill	496	3545
[how the worst max path moves through the flow]
stage / depth (start not counted) / slack (ps) / endpoint / from
final: 8 / 70 / alu_op[4] / funct7[3]
after CTS: 8 / 30 / alu_op[4] / funct7[3]
after global routing: 8 / -30 / alu_op[3] / funct7[3]
Power and IR drop assume default switching activity.
